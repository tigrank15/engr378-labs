## flow/design.v

```verilog
module scoreboard(clk, reset, button1, button2, display_left, display_right);
	input clk, reset, button1, button2;
	output wire[6:0] display_left, display_right;
	reg[3:0] msd, lsd;
	reg[6:0] lookup_table[9:0];
	initial begin
		msd = 4'b0000;
		lsd = 4'b0000;
		lookup_table[0] = 7'b1000000;
		lookup_table[1] = 7'b1111001;
		lookup_table[2] = 7'b0100100;
		lookup_table[3] = 7'b0110000;
		lookup_table[4] = 7'b0011001;
		lookup_table[5] = 7'b0010010;
		lookup_table[6] = 7'b0000010;
		lookup_table[7] = 7'b1111000;
		lookup_table[8] = 7'b0000000;
		lookup_table[9] = 7'b0010000;
	end
	always @(posedge clk) begin
		if(button1 == 0) begin
			if(lsd < 4'b1001)
				lsd <= lsd+1;
			else begin
				if(msd < 4'b1001) begin
					lsd <= 4'b0000;
					msd <= msd + 1;
				end
			end
		end
		else if(button2 == 0) begin
			if(msd < 4'b1001)
				msd <= msd + 1;
		end
	end
	assign display_left = lookup_table[msd];
	assign display_right = lookup_table[lsd];
endmodule	
```

## flow/run.sh

```bash
#!/bin/bash
# OpenROAD 26Q1-2900-gdf79404cd8, Yosys 0.63+post, stock flow scripts
make -C /OpenROAD-flow-scripts/flow DESIGN_CONFIG=/design/flow/config.mk WORK_HOME=/design/flow/orfs finish
```

## flow/config.mk

```make
export PLATFORM = sky130hd
export DESIGN_NAME = scoreboard
export DESIGN_NICKNAME = scoreboard
export VERILOG_FILES = /design/flow/design.v
export SDC_FILE = /design/flow/constraint.sdc
export NUM_CORES = 4
export LEC_CHECK = 1
export CORE_AREA = 10 10 70 70
export DIE_AREA = 0 0 80 80
```

## flow/constraint.sdc

```tcl
current_design scoreboard

set clk_period 1.9
set clk_io_pct 0.2

create_clock -name clk0 -period $clk_period [get_ports {clk}]

set non_clock_inputs [all_inputs -no_clocks]
set_input_delay [expr $clk_period * $clk_io_pct] -clock clk0 $non_clock_inputs
set_output_delay [expr $clk_period * $clk_io_pct] -clock clk0 [all_outputs]
```

==> impl_metrics.py <==
# Metrics from the implementation run
metrics = {
    "route": {
        "wl_um": 1910,
        "final_antenna_net_count": 0,
        "viasPerCell": 4.07,
        "insertedDiodeCount": 0,
        "firstDrtPassIters": 2,
        "drt_iter0_markers": 12,
        "wl_per_cell_um": 11.4,
        "num_vias": 684,
        "drc": 0,
    },
    "clocking": {
        "cts.sinks": 8,
        "cts.reportedPaths.clkPinSlew_ns": 0.06,
        "cts_tree": "yes",
        "cts_made_buffers": 3,
        "clock.latency.late_pin_ns": 0.25,
        "cts.path.max_buffers": 2,
        "cts_root_buffer": "clkbuf_4",
        "h-tree-depth": 1,
        "hold_buffers": 0,
    },
    "global_route": {
        "grt_max_degree": 9,
        "overflow": 0,
        "antenna_found_initial": 0,
        "grt_pass1_vias": 642,
        "grt_pass1_wl_um": 2860,
        "grt_usage": 0.0531,
    },
    "logic_synthesis": {
        "ys_top_cells_by_count": "nor2_1, ha_1, edfxtp_1, inv_1, nand2_1",
        "ys_cells": 73,
        "numSynthFlops": 8,
        "edf_count": 8,
        "async_flop_share": 0,
        "ys_warn_count": 1,
        "netlist_area_um2": 718,
        "synth_cells": 73,
        "synth_top_flop_cell": "edfxtp_1",
        "yosys_area_um2": 718,
        "synth_area_leader_cell": "edfxtp_1",
        "synth_top_cell_by_count": "nor2_1",
        "area_leaders": "edfxtp_1, ha_1, nor2_1",
        "ys_seq_frac": 0.334,
        "syn-mean-instance-area_um2": 9.84,
        "synth.top_cell.area_share": 0.334,
        "synth_cell_types": 24,
    },
    "worst_setup_path": {
        "arrival_ns": 1.49,
        "startpoint_type": "flop",
        "worstPathRequired_ns": 1.52,
        "worstSetupPathType": "reg -> out",
        "endpoint_kind": "primary output",
        "cp_max_fo": 3,
    },
    "sta": {
        "fmaxAchievable_mhz": 534,
        "fin_worst_skew_ns": 0.00827,
        "maxSlewHeadroom": 0.814,
        "setup_violations": 0,
        "drv_slew": 0,
        "tightest_slew_ns": 0.280,
        "fin_crit_sh": 0.986,
        "setup_tns_ns": 0,
        "hold_violations": 0,
        "period_needed_ns": 1.87,
        "rsz0062_at_grt": "yes",
    },
    "flow_run": {
        "warning_count": 35,
        "cap_violations": 0,
    },
    "floorplan": {
        "row_count": 21,
        "ios": 18,
        "die_w_um": 80,
        "dieHeight_um": 80,
        "core_area_um2": 3420,
        "die_area_um2": 6400,
        "initial_utilization": 0.210,
    },
    "outcome": {
        "status": "finished clean",
    },
    "layout": {
        "design_area_um2": 1330,
        "combGateArea_um2": 533,
        "fin_cells": 168,
        "syn2layout_area_growth_pct": 84.8,
        "drive_gt1_frac": 0.557,
        "postLayoutCoreUtil": 0.389,
        "fillerInstances": 316,
        "ff_latch_area_um2": 240,
    },
    "power_and_ir_drop": {
        "power.density_nw_per_um2": 766,
        "leakagePower_nw": 0.608,
        "finalPower_w": 0.00102,
        "vdd_ir_drop_max_uv": 421,
    },
    "placed_design": {
        "placed_cells": 140,
        "placed_cell_area_um2": 966,
        "dp_hpwl_um": 1120,
        "numPortBuffers": 16,
        "place.gp.congestion": 0.812,
    },
    "worst_hold_path": {
        "hp-class": "reg -> reg",
    },
}
## placed cells by master, fill, tap and decap left out, types with 3 or more instances in the layout
master	Yosys	final
nor2_1	11	11
edfxtp_1	8	8
inv_2	0	3
buf_4	2	24
clkbuf_4	0	3
ha_4	0	7
nand2_1	5	5
buf_6	2	9
o21ai_1	3	3
dlygate4sd2_1	0	7
a21oi_2	0	3
nand2b_4	2	3
## kinds of logic (layout without fill, tap and decap cells)
group,Yosys count,in the layout,share of synthesized area
AOI/OAI and AO/OA,11,11,0.115
adders and majority gates,9,9,0.157
and+or+nand+nor,30,30,0.254
buffers and inverters,11,60,0.0888
DFF,8,8,0.334
xor gates and xnor gates,3,3,0.0366
muxes,1,1,0.0139
## worst paths after layout
kind,to,start,depth (start not counted),slack [ns]
worst max register to register,lsd[1],lsd[2],5,0.22
worst min register to register,msd[0],msd[0],2,0.77
worst max-delay path,display_left[4],msd[0],6,0.03
worst min-delay path,msd[0],msd[0],2,0.77
## per-stage QoR
| stage | setup slack (ns) | hold WS (ns) |
|---|---|---|
| 2_1_floorplan | 0.245 | 0.572 |
| 3_3_place_gp | 0.0322 | 0.593 |
| 3_5_place_dp | -0.00139 | 0.632 |
| 4_1_cts | -0.130 | 0.654 |
| 5_1_grt | -0.0498 | 0.800 |
| 6_report | 0.0268 | 0.772 |
## layer usage
metal / share of wire / vias up / wire length [um] / track usage
met5: 0 / - / 0 / 0
met3: 0.082 / 0 / 157 / 0.0318
li1: - / 346 / - / -
met4: 0 / 0 / 0 / 0.00352
met2: 0.43 / 16 / 828 / 0.0746
met1: 0.48 / 322 / 921 / 0.0713
## state kept, by name, summed over array words and instances (netlist names)
register,count
msd,4
lsd,4
## critical path: stages (launching register included)
cell	delay, ns
edfxtp_1	0.40
inv_2	0.08
buf_4	0.14
buf_4	0.12
ha_2	0.18
o21ai_1	0.11
dlygate4sd2_1	0.21
## final cells by class
cell class / count / area share
clock buffers: 3 / 0.0170
repair buffers: 50 / 0.334
inverters: 7 / 0.0236
multi-input cells: 54 / 0.402
well taps: 46 / 0.0434
flip-flops and latches: 8 / 0.181
## where the power goes
part | internal, W | total (W) | switching, W
logic | 0.000371 | 0.000613 | 0.000242
clock network | 0.0000722 | 0.000128 | 0.0000562
registers | 0.000240 | 0.000276 | 0.0000360
total | 0.000683 | 0.00102 | 0.000334
## repair_timing
| item | in CTS | in global routing |
|---|---|---|
| hold endpoints to repair | 0 | 0 |
| setup endpoints to repair | 14 | 8 |
| setup buffers | 19 | 7 |
| gates resized | 40 | 18 |
| pin swaps | 10 | 5 |
Power figures rest on the tool's default switching activity, not on a simulated workload.
