==> flow/run.sh <==
#!/bin/bash
# OpenROAD 26Q1-2900-gdf79404cd8, Yosys 0.63+post, stock flow scripts
make -C /OpenROAD-flow-scripts/flow DESIGN_CONFIG=/design/flow/config.mk WORK_HOME=/design/flow/orfs finish
==> flow/config.mk <==
export PLATFORM = sky130hd
export DESIGN_NAME = display
export DESIGN_NICKNAME = display
export VERILOG_FILES = /design/flow/design.v
export SDC_FILE = /design/flow/constraint.sdc
export NUM_CORES = 4
export LEC_CHECK = 1
export CORE_AREA = 10 10 70 70
export DIE_AREA = 0 0 80 80
==> flow/constraint.sdc <==
current_design display

set clk_period 1.6
set clk_io_pct 0.2

create_clock -name clk0 -period $clk_period

set non_clock_inputs [all_inputs -no_clocks]
set_input_delay [expr $clk_period * $clk_io_pct] -clock clk0 $non_clock_inputs
set_output_delay [expr $clk_period * $clk_io_pct] -clock clk0 [all_outputs]
==> flow/design.v <==
module display(digit, result);
	input [3:0] digit;
	output reg [6:0] result;
	always @(*) begin
		case(digit)
				4'd0:	result = 7'b1000000;  
				4'd1:	result = 7'b1111001;  
				4'd2:	result = 7'b0100100;  
				4'd3: result = 7'b0110000;  
				4'd4: result = 7'b0011001;  
				4'd5: result = 7'b0010010;  
				4'd6: result = 7'b0000010;  
				4'd7: result = 7'b1111000;  
				4'd8: result = 7'b0000000;  
				4'd9: result = 7'b0010000;  
				default: result = 7'b1111111;  
		endcase
	end
endmodule
==> Slide: Implementation Results <==
Synthesis and Place & Route Summary

Final timing
  • Least-Margin Pin Slew: 225 ps
  • Fin. Hold Viols: 0
  • Fmax achieved: 645 MHz
  • Setup violators final: 0
  • Setup TNS: 0 ps
  • Tcrit/Tclk final: 0.969
  • Min Tclk post-route: 1550 ps
  • RSZ-0062 raised after global routing: true
  • Max-slew violation count: 0
  • Relative slew slack: 0.850
  • Fin worst setup slack: 49.4 ps

Critical path
  • Delay-heaviest family, CP: buffers and inverters
  • Critical path's slowest cell: or2b_1
  • Worst path required time: 1280 ps
  • CP bufs+invs: 3
  • Max stage delay on crit path: 260 ps
  • Crit path DAT: 1230 ps
  • Crit path cell chain: buf_8 > buf_6 > or2b_1 > a21oi_1 > nor2_1 > dlygate4sd2_1
  • Critical Path Fanout Max: 5
  • Crit end category: output pin
  • CP Launch Type: input pin
  • Setup CP Type: in -> out

Pwr
  • Internal power: 0.0498 mW
  • Clock Power Share: 0
  • Leak: 0.179 nW
  • NetSw: 0.0366 mW
  • Comb power frac: 1.000
  • Power per standard cell area: 204 nW/um^2
  • Maximum vdd drop: 0.0257 mV
  • Switching share of power: 0.424
  • Sequential group share of total power: 0

Placement
  • Dpl ws: -708 ps
  • Gpl congestion: 0.715
  • HPWL after DPL: 612 um
  • Port Buf Inserts: 11
  • Post-placement cell count: 93
  • Post-DP Area: 399 um^2

Route
  • Vias per cell: 2.75
  • DR WL met3: 58 um
  • Drc violations: 0
  • Uppermost layer routed: met3
  • Iteration count of the initial detailed-routing pass: 4
  • M1 WL: 290 um
  • Metal2 WL: 330 um
  • Initial DRC Count: 3
  • WL/cell: 7.30 um
  • Vias: 256
  • WL final: 679 um
  • Antenna Cells: 0
  • Antenna Nets Post-Route: 0

Layout
  • Seq. cell area: 0 um^2
  • Non-Filler Instances: 93
  • Share of layout cells above drive strength 1: 0.340
  • Final Util: 0.124
  • Seq cells: 0
  • Design area: 423 um^2
  • Area grow syn2layout: 101%
  • Clock buf count: 0
  • Logic area: 205 um^2
  • Layout filler cell count: 404

Global routing
  • Largest net degree at the start of global routing: 11
  • Antenna violations before repair: 0
  • Vias in the first global route: 229
  • All-Layer GR Usage: 0.0215
  • First-pass GRT wire length: 1.15 mm
  • GR Overflow Total: 0

Floorplan
  • Die H: 80 um
  • Row count: 21
  • IO Pins: 11
  • FP Util: 0.0615
  • Std-Cell Core Area: 3420 um^2
  • Die area: 6400 um^2
  • Die Wd: 80 um

Worst hold path
  • Hold wc startpoint: digit[1]
  • Min-delay worst type: in -> out
  • Hold Path End: result[3]
  • Hold path cells: 5

Synth
  • Synth Cell Area: 210 um^2
  • Cell Type Count: 13
  • Ys cells: 33
  • Gate Count Post-Synth: 33
  • Yosys warns: 1
  • Top-area cell type share of the netlist area: 0.298
  • Mapped Avg Cell Area: 6.37 um^2
  • Synth area leaders: ha_1 (30%), o21ai_0 (14%), nand2b_1 (12%), nor2_1 (8.9%), buf_6 (5.4%)
  • Sequential area share after synthesis: 0
  • Leading area contributor after synthesis: ha_1
  • Yosys stat chip area: 210 um^2

Run
  • Number of max-cap violations: 0
  • Total tool warning count: 38

Run status
  • Status: complete, no violations
[layout by cell type (no fill, tap or decap)]
cell	count
inv_2	1
nand2b_4	1
a21oi_1	2
a21oi_2	1
inv_1	1
or2b_1	1
o21ai_1	4
ha_4	1
dlygate4sd2_1	4
buf_8	1
buf_6	2
nor2_1	4
ha_1	4
clkdlybuf4s15_2	1
nand2_1	2
o21ai_0	2
buf_4	4
nor2_2	1
or2_1	1
clkdlybuf4s15_1	2
inv_6	1
a31oi_1	1
nand2b_1	3
buf_2	2
[Yosys cell counts]
library cell and instances:
nor2_1 5, or2b_1 1, inv_1 3, a21oi_1 2
nand2b_1 4, o21ai_0 6, nand2_1 2, a31oi_1 1
buf_2 1, a21oi_2 1, or2_1 1, buf_6 1
ha_1 5
[worst max path at each step]
stage           end  cells past startpoint     start  slack, ps
5_1_grt   result[6]                      6  digit[1]         -9
6_report  result[5]                      6  digit[1]         50
4_1_cts   result[3]                      7  digit[0]        -80
[metrics by stage]
stage	hold slack (ps)	power, mW
after detailed placement	1800	0.0903
after global placement	1800	0.0909
after CTS	1160	0.0867
after global routing	1170	0.0993
final	1120	0.0865
after floorplan	728	0.0324
[repair_timing]
action                     CTS  global route
setup endpoints to repair    7             5
pin swaps                    5             5
setup buffers                1             0
gates cloned                 0             0
hold buffers                 0             0
resized                     32            12
[per-layer routing]
layer | vias to the layer above | GRT usage
li1 | 137 | -
met1 | 111 | 0.0277
met2 | 8 | 0.0385
met3 | 0 | 0.00341
met4 | 0 | 0
met5 | - | 0
[cells by family (layout without fill, tap and decap cells)]
| kind of cell | after synthesis | count (layout) | synth area share |
|---|---|---|---|
| compound gates | 10 | 10 | 0.262 |
| fa+ha+maj | 5 | 5 | 0.298 |
| buf+inv | 5 | 19 | 0.131 |
| simple gates | 13 | 13 | 0.310 |
[power groups by stage]
stage / registers, mW / clock network, mW / logic (mW)
6_report: 0 / 0 / 0.0865
4_1_cts: 0 / 0 / 0.0867
5_1_grt: 0 / 0 / 0.0993
[tightest hold or removal path: stages]
cell     delay (ps)
buf_8           100
inv_6            50
ha_1            130
a31oi_1          80
buf_2           120
[layout make-up]
type                            instances  share of cell area
Inverter                                3              0.0385
Tap cell                               46               0.136
Timing Repair Buffer                   16               0.340
Multi-Input combinational cell         28               0.485
Power figures rest on the tool's default switching activity, not on a simulated workload.
