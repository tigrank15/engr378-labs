File: ./design.v
module d_ff(D, CLK, Q);
	input D, CLK;
	output reg Q;
	always @(posedge CLK) begin
		Q <= D;
	end
endmodule
module debouncing_circuit(KEY, CLK, KEY_DEBOUNCED);
	input KEY, CLK;
	output KEY_DEBOUNCED;
	wire Q0, Q1, Q2;
	d_ff d0(KEY, CLK, Q0);
	d_ff d1(Q0, CLK, Q1);
	d_ff d2(Q1, CLK, Q2);
	assign KEY_DEBOUNCED = Q0 | Q1 | Q2;
endmodule
module scoreboard_ctrl(clk, inc1, inc10, rst, seg7disp1, seg7disp0);
	input clk, rst, inc1, inc10;
	output [6:0] seg7disp1, seg7disp0;
	reg state;
	reg [3:0] BCD1, BCD0;
	reg [27:0] rstcnt;
	reg [6:0] seg7Rom[0:9];
	wire inc1_debounced, inc10_debounced, rst_debounced;
	wire inc1_sync, inc10_sync;
	debouncing_circuit debounce1(inc1, clk, inc1_debounced);
	debouncing_circuit debounce10(inc10, clk, inc10_debounced);
	debouncing_circuit debounce_reset(rst, clk, rst_debounced);
	single_pulser pulse1(inc1_debounced, clk, inc1_sync);
	single_pulser pulse10(inc10_debounced, clk, inc10_sync);
	initial begin
		BCD1 = 4'b0000;
		BCD0 = 4'b0000;
		rstcnt = 0;
		state = 0;
		seg7Rom[0] = 7'b1000000;
		seg7Rom[1] = 7'b1111001;
		seg7Rom[2] = 7'b0100100;
		seg7Rom[3] = 7'b0110000;
		seg7Rom[4] = 7'b0011001;
		seg7Rom[5] = 7'b0010010;
		seg7Rom[6] = 7'b0000010;
		seg7Rom[7] = 7'b1111000;
		seg7Rom[8] = 7'b0000000;
		seg7Rom[9] = 7'b0010000;
	end
	always @(posedge clk) begin
		case (state)
			0:	begin
					BCD1 <= 4'b0000;
					BCD0 <= 4'b0000;
					rstcnt <= 0;
					state <= 1;
				end
			1:	begin
					if (rst_debounced == 1'b0) begin
							if (rstcnt == 150000000) 
								state <= 0;
							else
								rstcnt <= rstcnt + 1;
					end
					else if (inc1_sync == 1'b0 && inc10_sync == 1'b1) begin
						rstcnt <= 0;
						if (BCD0 < 4'b1001)
							BCD0 <= BCD0 + 1;
						else if (BCD1 < 4'b1001) begin
							BCD1 <= BCD1 + 1;
							BCD0 <= 4'b0000;
						end
					end
					else if (inc1_sync == 1'b1 && inc10_sync == 1'b0) begin
						rstcnt <= 0;
						if (BCD1 <= 4'b1000)
							BCD1 <= BCD1 + 1;
					end
					else if (inc1_sync == 1'b0 && inc10_sync == 1'b0)
						rstcnt <= 0;
				end
		endcase
	end
	assign seg7disp0 = seg7Rom[BCD0];
	assign seg7disp1 = seg7Rom[BCD1];
endmodule
module single_pulser(KEY_DEBOUNCED, CLK, KEY_SYNC);
	input KEY_DEBOUNCED, CLK;
	output KEY_SYNC;
	wire Q0, Q1;
	d_ff d0(KEY_DEBOUNCED, CLK, Q0);
	d_ff d1(Q0, CLK, Q1);
	assign KEY_SYNC = ~(~Q0 & Q1);
endmodule
File: ./config.mk
export PLATFORM = sky130hd
export DESIGN_NAME = scoreboard_ctrl
export DESIGN_NICKNAME = scoreboard_ctrl
export VERILOG_FILES = /design/flow/design.v
export SDC_FILE = /design/flow/constraint.sdc
export NUM_CORES = 4
export LEC_CHECK = 1
export CORE_UTILIZATION = 50
File: ./run.sh
#!/bin/bash
# OpenROAD 26Q1-2900-gdf79404cd8, Yosys 0.63+post, stock flow scripts
make -C /OpenROAD-flow-scripts/flow DESIGN_CONFIG=/design/flow/config.mk WORK_HOME=/design/flow/orfs finish
File: ./constraint.sdc
current_design scoreboard_ctrl

set clk_period 3.4
set clk_io_pct 0.2

create_clock -name clk0 -period $clk_period [get_ports {clk}]

set non_clock_inputs [all_inputs -no_clocks]
set_input_delay [expr $clk_period * $clk_io_pct] -clock clk0 $non_clock_inputs
set_output_delay [expr $clk_period * $clk_io_pct] -clock clk0 [all_outputs]
==> Table 3: Implementation characteristics <==
Physical implementation characteristics

Parameter                              Value

Floorplanning
  Core region area .................. 0.00514 sq mm
  Chip width .................. 75.2 um
  Effective utilization at floorplan .................. 52.1%
  Number of top-level design ports .................. 18
  Vertical die dimension .................. 75.2 um
  Total number of placement rows .................. 26
  Overall chip area .................. 0.00566 sq mm

STA
  Total Neg Setup Slack .................. 0 ps
  Worst Clk Skew .................. 3.01 ps
  PnR worst setup slack .................. 788 ps
  Final count of negative-setup-slack endpoints .................. 0
  Period Utilization, post-route .................. 76.8%
  Transition time at the pin with the least slew margin .................. 461 ps
  Final Max-Slew Violation Tally .................. 0
  Final hold violation count .................. 0
  Final period demand of the worst path .................. 2610 ps
  Maximum clock frequency .................. 383 MHz
  Setup repair after global routing missed its margin .................. false
  Relative max-transition margin .................. 68.9%

Critical path
  Element type at the critical path end .................. output port
  Ordered cell list for the critical path .................. inv_1 -> ha_1 -> inv_1 -> nand2_1 -> a21oi_1 -> clkdlybuf4s50_1
  CP max stage cell .................. sky130_fd_sc_hd__clkdlybuf4s50_1
  Most frequent CP cell .................. sky130_fd_sc_hd__inv_1
  Worst path bufs/invs .................. 3
  CP delay by family, top .................. buffers and inverters
  Beginning of the worst register-to-register path .................. rstcnt[16]$_SDFFCE_PP0P_
  Critical Path Start .................. BCD1[0]$_SDFFCE_PN0P_
  Arrival time worst endpoint .................. 1930 ps
  Category of the critical setup timing path .................. register to output port
  CP Depth .................. 6
  Length in cells of the worst reg-to-reg path .................. 5
  Delay of the slowest cell on the worst path .................. 470 ps
  Startpoint class of the critical path .................. register
  Worst reg2reg endpoint .................. rstcnt[21]$_SDFFCE_PP0P_
  Worst setup path endpoint .................. seg7disp1[3]
  WP data required .................. 2720 ps
  Worst reg2reg setup slack .................. 1230 ps
  Worst-path maximum fanout .................. 6

Route
  Via-per-instance ratio .................. 5.69
  Number of routed nets with antenna violations .................. 0
  Routed via count .................. 1969
  Overall routed net length .................. 4860 um
  Drt wl/cell .................. 14.0 um
  Drc violations .................. 0
  Iteration count of the initial detailed-routing pass .................. 4
  Iteration-0 DRC Markers .................. 97
  Ant diodes .................. 0

Clock network
  Hold-fix buffers, CTS .................. 0
  Root cell of the clock tree .................. sky130_fd_sc_hd__clkbuf_8
  CTS resizes .................. 0
  Maximum clock insertion buffer count .................. 2
  Number of buffers created by CTS .................. 5
  Clock tree sinks .................. 50
  Skew-Pair Late Insertion Delay .................. 300 ps
  CTS HTree Levels .................. 2
  Number of buffers inserted to repair setup after CTS .................. 0
  Clock tree from TritonCTS .................. yes
  Clock slew seen by the registers of the worst setup and hold paths .................. 100 ps

Power and ir drop
  Standby leakage power .................. 1.02 nW
  Switching share of power .................. 25.1%
  Relative contribution of combinational cells to total power .................. 7.6%
  P_int .................. 886 uW
  Worst-case vdd ir drop .................. 0.318 mV
  Part of the total power dissipated in sequential elements .................. 61.4%
  Clock power share .................. 31.0%
  Switch Pwr .................. 296 uW
  Pwr dens .................. 395 mW/mm^2

Final layout
  Fraction of final layout cells with drive strength greater than 1 .................. 6.88%
  Largest registers .................. rstcnt (28), BCD0 (4), BCD1 (4)
  Largest register by flop count .................. rstcnt
  Fillers .................. 463
  Relative area change from synthesis to final layout .................. 11.7%
  Max reg flops .................. 28

Logic synthesis
  Dominant non-sequential cell family after synthesis .................. simple AND/OR/NAND/NOR gates
  Yosys cell types .................. 44
  Share of synthesized cell area in full adder, half adder and majority cells .................. 5.14%
  Prevailing post-synth register cell .................. sky130_fd_sc_hd__edfxtp_1
  Multiplexer area fraction after synthesis .................. 0.373%
  Simple-gate area share of the yosys netlist .................. 26.0%
  Post-synth design cell area .................. 0.00268 sq mm
  Share of flip-flops with an asynchronous set or reset .................. 0%
  Post-Synthesis Mean Instance Area .................. 10.3 sq um
  Number of instances in the synthesized netlist .................. 260
  Synth Warn # .................. 2
  Yosys reg bits .................. 50
  AO/OA Area Share .................. 9.20%
  Yosys xor share .................. 4.90%
  Number of flops mapped to enable cells by yosys .................. 36
  Sequential area share after synthesis .................. 50.8%
  Cell count in the Yosys report .................. 260
  Synthesis area per yosys .................. 0.00268 sq mm

Global routing
  Number of global-route vias before repair .................. 1734
  Global-route wire length before repair .................. 8090 um
  GRT overflow .................. 0
  Maximum number of pins on one net before global-route repair .................. 30
  Initial antenna violation count .................. 0
  Total routing resource utilization after global routing .................. 19.5%

Status
  Result of the run .................. completed

Flow run
  Tool warnings .................. 34
  Count of max-cap constraint violations .................. 0

Place
  # port buffers .................. 17
  Final estimated routing congestion in global placement .................. 0.833
  Pre-CTS setup slack .................. 1110 ps
  Detailed-placement wirelength estimate .................. 3320 um

Min path
  Hold_sp .................. debounce10.d1.Q$_DFF_P_
  Type of the tightest min-delay check .................. register to register
## placed cells by master, fill, tap and decap left out, types with 8 or more instances in the layout
cell / instances
sky130_fd_sc_hd__inv_1: 11
sky130_fd_sc_hd__clkdlybuf4s50_1: 17
sky130_fd_sc_hd__or4_1: 10
sky130_fd_sc_hd__dfxtp_1: 14
sky130_fd_sc_hd__xnor2_1: 8
sky130_fd_sc_hd__nand2_1: 16
sky130_fd_sc_hd__o21ai_0: 8
sky130_fd_sc_hd__a21oi_1: 15
sky130_fd_sc_hd__o31ai_1: 9
sky130_fd_sc_hd__nor2_1: 24
sky130_fd_sc_hd__nand4_1: 9
sky130_fd_sc_hd__nand3_1: 12
sky130_fd_sc_hd__edfxtp_1: 36
sky130_fd_sc_hd__ha_1: 11
## worst min-delay path by stage
| stage | endpoint | depth (start not counted) | slack, ps |
|---|---|---|---|
| 4_1_cts | debounce10.d2.Q$_DFF_P_ | 0 | 360 |
| 5_1_grt | debounce10.d1.Q$_DFF_P_ | 0 | 360 |
| 6_report | debounce10.d2.Q$_DFF_P_ | 0 | 350 |
## worst reg2reg max path, stage by stage, from the launching register on
cell and delay (ps):
sky130_fd_sc_hd__edfxtp_1 470, sky130_fd_sc_hd__nor4b_1 390, sky130_fd_sc_hd__nand4_1 120, sky130_fd_sc_hd__or4_1 530, sky130_fd_sc_hd__o31a_1 120, sky130_fd_sc_hd__buf_4 260
## metal layers
metal,GRT usage [%],routed length [um]
met2,26.2,1990
met4,1.85,35
met3,3.93,180
met1,36.2,2650
met5,0,0
## cell families after synthesis
kind of cell,after synthesis
AND-OR/OR-AND,40
XOR/XNOR,15
adder cells (fa/ha/maj),11
buffers and inverters,22
flip-flops,50
multiplexers,1
AND/OR/NAND/NOR,121
## Yosys cell counts, types with 4 or more instances
master / number / area (sq um)
sky130_fd_sc_hd__edfxtp_1: 36 / 1080
sky130_fd_sc_hd__xnor2_1: 8 / 70.1
sky130_fd_sc_hd__ha_1: 11 / 138
sky130_fd_sc_hd__xor2_1: 7 / 61.3
sky130_fd_sc_hd__dfxtp_1: 14 / 280
sky130_fd_sc_hd__nor3_1: 6 / 30.0
sky130_fd_sc_hd__o21ai_0: 8 / 40.0
sky130_fd_sc_hd__nand2b_1: 4 / 25.0
sky130_fd_sc_hd__nor2b_1: 7 / 43.8
sky130_fd_sc_hd__clkbuf_1: 7 / 26.3
sky130_fd_sc_hd__nand3_1: 12 / 60.1
sky130_fd_sc_hd__o31ai_1: 9 / 67.6
sky130_fd_sc_hd__nor4_1: 5 / 31.3
sky130_fd_sc_hd__or4_1: 10 / 75.1
sky130_fd_sc_hd__nand4_1: 9 / 56.3
sky130_fd_sc_hd__a21oi_1: 15 / 75.1
sky130_fd_sc_hd__or3_1: 7 / 43.8
sky130_fd_sc_hd__nor2_1: 24 / 90.1
sky130_fd_sc_hd__inv_1: 11 / 41.3
sky130_fd_sc_hd__nand2_1: 16 / 60.1
## area by class of cell
class	instances	area [sq um]	share of cell area [%]
clock buffer	5	68.8	2.30
multi-input combinational	188	1220	40.8
clock inverter	3	28.8	0.961
sequential	50	1360	45.5
inverter	11	41.3	1.38
timing repair buffer	19	185	6.18
tap	70	87.6	2.93
## power groups by stage
stage	Sequential (mW)	Combinational (mW)	Clock (mW)
CTS	0.725	0.0911	0.380
global route	0.732	0.101	0.404
finish	0.726	0.0903	0.366
## metrics by stage
step	hold slack, ps	cell area, sq um	total power, mW	cells	util, %
after floorplan	323	2680	0.792	260	-
after global placement	331	2900	0.829	338	56.4
after detailed placement	338	2900	0.829	338	56.4
after CTS	359	2990	1.20	346	58.3
after global routing	364	2990	1.24	346	58.3
final	354	2990	1.18	346	58.3
No activity file was given, so power comes from the tool's default toggle rates.
